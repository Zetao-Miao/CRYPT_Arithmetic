$ cat /design/flow/design.v
`timescale 1ns / 1ps
module LFSR #(
    parameter OUT_WIDTH = 128
)(
    input                    clk,
    input                    resetn,
    input  [15          : 0] in_init,
    output [OUT_WIDTH-1 : 0] out
    );
    logic [OUT_WIDTH-1 : 0] LFSR_reg;
    always @(posedge clk) begin
        if (~resetn) begin
            LFSR_reg[15 : 0]           <= in_init;
            LFSR_reg[OUT_WIDTH-1 : 16] <= 'b0;
        end else begin
            LFSR_reg[OUT_WIDTH-1 : 1]  <= LFSR_reg[OUT_WIDTH-2 : 0];
            LFSR_reg[0]                <= LFSR_reg[10] ^ LFSR_reg[12] ^ LFSR_reg[13] ^ LFSR_reg[15] ^ LFSR_reg[OUT_WIDTH-1];
        end
    end
    assign out = LFSR_reg;
endmodule
$ cat /design/flow/run.sh
#!/bin/bash
# OpenROAD 26Q1-2900-gdf79404cd8, Yosys 0.63+post, stock flow scripts
make -C /OpenROAD-flow-scripts/flow DESIGN_CONFIG=/design/flow/config.mk WORK_HOME=/design/flow/orfs finish
$ cat /design/flow/config.mk
export PLATFORM = sky130hd
export DESIGN_NAME = LFSR
export DESIGN_NICKNAME = LFSR
export VERILOG_FILES = /design/flow/design.v
export SDC_FILE = /design/flow/constraint.sdc
export NUM_CORES = 4
export LEC_CHECK = 1
export CORE_UTILIZATION = 30
$ cat /design/flow/constraint.sdc
current_design LFSR

set clk_period 2.1
set clk_io_pct 0.2

create_clock -name clk0 -period $clk_period [get_ports {clk}]

set non_clock_inputs [all_inputs -no_clocks]
set_input_delay [expr $clk_period * $clk_io_pct] -clock clk0 $non_clock_inputs
set_output_delay [expr $clk_period * $clk_io_pct] -clock clk0 [all_outputs]
==> flow_metrics.py <==
# Synthesis and PnR figures
metrics = {
    "status": {
        "status": "completed",
    },
    "floorplan": {
        "chip_area_um2": 12300,
        "ioPinCount": 146,
        "core_area_um2": 11500,
        "fp_util_pct": 31.0,
        "die-width_um": 111,
        "rows": 39,
        "die-height_um": 111,
    },
    "pwr": {
        "seqPwrFrac_pct": 48.3,
        "clock_power_share_pct": 47.8,
        "power_frac_comb_pct": 3.9,
        "vdd_drop_max_uv": 563,
        "internal-power_mw": 4.16,
        "power.density_nw_per_um2": 915,
        "net-switching-power_mw": 1.02,
        "sw_frac_of_total_pct": 19.6,
        "leakage_nw": 2.23,
        "p_total_mw": 5.17,
    },
    "timing": {
        "min_period_over_period_pct": 80.6,
        "final_critical_path_setup_slack_ps": 407,
        "slew_worst_pin_ps": 519,
        "layout_min_cycle_time_ps": 1690,
        "tns_ps": 0,
        "rsz0062_at_grt": "no",
        "skew_ps": 3.68,
        "max_clock_freq_mhz": 591,
        "slew_viol_final": 0,
        "hold_violations_final": 0,
        "final-setup-viol-count": 0,
        "timing.max_slew.rel_slack_pct": 65.4,
    },
    "synthesis": {
        "seq_total_area_yosys_pct": 72.0,
        "synth.area.top_cells": "sky130_fd_sc_hd__dfxtp_1 (72%), sky130_fd_sc_hd__and2_1 (20%), sky130_fd_sc_hd__mux2_2 (4.7%)",
        "ys_warn_count": 1,
        "yosysCellCount": 273,
        "synth-area-yosys_um2": 3560,
        "synth_cell_types": 10,
        "ys_ff": 128,
        "syn_inst": 273,
        "synth.largest_area_cell": "sky130_fd_sc_hd__dfxtp_1",
        "post-synth-top-area-fraction_pct": 72.0,
        "post_synth.cell_area_avg_um2": 13.0,
        "synth.cell_area_um2": 3560,
    },
    "setup_path": {
        "setup.worst_path.class": "reg -> out",
        "timing.critical_path.arrival_ps": 1270,
        "max_stage_delay_ps": 480,
        "timing.critical_path.from_type": "flop",
        "cp.buffers_inverters": 1,
        "cp_slowest_cell": "sky130_fd_sc_hd__clkdlybuf4s50_1",
        "worst-endpoint-required_ps": 1680,
        "series_of_cell_instances_along_the_critical_path": "clkdlybuf4s50_1",
        "worstSetupEndpointType": "output pin",
        "worst-path-max-fanout": 3,
        "path_delay_family": "buffers and inverters",
    },
    "grt": {
        "pin_count_of_the_biggest_net_entering_global_routing": 53,
        "antenna_found_initial": 0,
        "grt_usage_pct": 11.5,
        "number_of_global_route_vias_before_repair": 2219,
        "first_pass_grt_wire_length_um": 11100,
        "globalRoute.totalOverflow": 0,
    },
    "route": {
        "drt_iter0_drc": 86,
        "routed_via_density": 3.95,
        "via_count": 2284,
        "detail-route-antenna-nets": 0,
        "route.final.wire_length_um": 6890,
        "wl_per_cell_um": 11.9,
        "num_antenna_cells": 0,
        "drt_pass1_iterations": 2,
        "drc": 0,
    },
    "clock_network": {
        "cts.sinks": 128,
        "cts_setup_buffers": 0,
        "cts_max_path_buffers": 2,
        "clk_pin_slew_ps": 50,
        "clkLatencyLatePin_ps": 390,
        "holdBufCountCts": 0,
        "cts_htree_levels": 4,
        "ctsRootBufferMaster": "sky130_fd_sc_hd__clkbuf_16",
        "cts.repair.resized": 0,
        "tritoncts_clock_tree": "yes",
        "cts_made_buffers": 17,
    },
    "place": {
        "port_buffers": 145,
        "dp_worst_slack_ps": 508,
        "gp_routability_congestion": 0.749,
        "post-dp-hpwl_um": 4450,
    },
    "finish": {
        "logic_area_um2": 932,
        "layout-drive-gt1-share_pct": 10.6,
        "flop_area_um2": 2560,
        "layout-area-overhead-vs-synth_pct": 58.9,
        "flip_flop_count_of_the_largest_register_after_layout": 128,
        "fill_cells": 960,
    },
    "flow_run": {
        "max_cap_viol_count": 0,
        "log_warnings": 25,
    },
    "hold_path": {
        "min_delay_path_class": "reg -> reg",
    },
}
==> synth_stat cells (all sizes together) <==
cell	count
xnor2	1
and2	112
xnor3	1
xor2	1
dfxtp	128
buf	3
clkbuf	11
mux2	16
==> cells by family after synthesis <==
group / synth area share, %
flip-flops: 72.0
XOR/XNOR: 1.34
buffers and inverters: 1.76
AND/OR/NAND/NOR: 19.7
multiplexers: 5.17
==> worst paths after layout <==
kind                                                 end                     start  slack (ps)  depth (start not counted)
worst max-delay path                             out[15]      LFSR_reg[15]$_DFF_P_         410                          1
worst max register to register       LFSR_reg[0]$_DFF_P_      LFSR_reg[13]$_DFF_P_         830                          3
worst min-delay path            LFSR_reg[112]$_SDFF_PN0_  LFSR_reg[111]$_SDFF_PN0_         460                          1
worst min register to register  LFSR_reg[112]$_SDFF_PN0_  LFSR_reg[111]$_SDFF_PN0_         460                          1
==> final cells by class <==
cell class	count	share of cell area, %
Clock inverter	7	0.708
Timing Repair Buffer	147	26.1
Tap cell	143	3.17
Sequential cell	128	45.3
Clock buffer	22	8.21
Multi-Input combinational cell	131	16.5
==> metrics by stage <==
stage | utilization, % | instances | hold WS [ps] | instance area [µm²]
6_report | 49.3 | 578 | 455 | 5650
5_1_grt | 49.3 | 578 | 466 | 5650
4_1_cts | 49.3 | 578 | 457 | 5650
3_5_place_dp | 44.9 | 549 | 441 | 5150
3_3_place_gp | 44.9 | 549 | 440 | 5150
2_1_floorplan | - | 273 | 412 | 3560
==> cell usage in the layout (no fill, tap or decap), drive strengths merged <==
| cell | count |
|---|---|
| clkdlybuf4s50 | 144 |
| dfxtp | 128 |
| and2 | 112 |
| clkbuf | 22 |
| mux2 | 16 |
| clkinv | 5 |
| buf | 3 |
| clkinvlp | 2 |
| xor2 | 1 |
| xnor3 | 1 |
| xnor2 | 1 |
==> layer usage <==
layer / GRT usage, % / up-vias / part of all wire, %
met5: 0 / - / 0
met4: 1.87 / 0 / 1.3
met3: 5.30 / 7 / 9.4
met2: 15.9 / 93 / 42
met1: 17.4 / 1040 / 48
li1: - / 1144 / -
==> power by group through the flow <==
| stage | clock network, mW | registers, mW | logic (mW) |
|---|---|---|---|
| 4_1_cts | 2.55 | 2.50 | 0.205 |
| 5_1_grt | 2.68 | 2.50 | 0.218 |
| 6_report | 2.48 | 2.50 | 0.199 |
Power is estimated from default activity; no workload was simulated.
